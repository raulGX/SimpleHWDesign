## /design/flow/design.v

```verilog
module mux21(ina, inb, sel, out);
	input [31:0] ina;
	input [31:0] inb;
	input sel;
	output [31:0] out;
	assign out = 	(sel == 1'b00) ? ina : inb;				
endmodule
```

## /design/flow/run.sh

```bash
#!/bin/bash
# OpenROAD 26Q1-2900-gdf79404cd8, Yosys 0.63+post, stock flow scripts
make -C /OpenROAD-flow-scripts/flow DESIGN_CONFIG=/design/flow/config.mk WORK_HOME=/design/flow/orfs finish
```

## /design/flow/config.mk

```make
export PLATFORM = sky130hd
export DESIGN_NAME = mux21
export DESIGN_NICKNAME = mux21
export VERILOG_FILES = /design/flow/design.v
export SDC_FILE = /design/flow/constraint.sdc
export NUM_CORES = 4
export LEC_CHECK = 1
export CORE_AREA = 10 10 70 70
export DIE_AREA = 0 0 80 80
```

## /design/flow/constraint.sdc

```tcl
current_design mux21

set clk_period 1.0
set clk_io_pct 0.2

create_clock -name clk0 -period $clk_period

set non_clock_inputs [all_inputs -no_clocks]
set_input_delay [expr $clk_period * $clk_io_pct] -clock clk0 $non_clock_inputs
set_output_delay [expr $clk_period * $clk_io_pct] -clock clk0 [all_outputs]
```

==> metrics.cfg <==
[timing]
fin_crit_ps = 1180
timing_max_transition_violations_final = 0
final_hold_viol_count = 0
max_freq_ghz = 0.851
finalSetupViolCount = 32
layout_setup_ws_ps = -175
relSlewSlack_pct = 95.9
final.period_utilization_pct = 118
hold-worst-slack_ps = 694
setup_repair_after_global_routing_missed_its_margin = yes
worstMarginPinSlew_ps = 61.1

[cells_and_area]
register_area_um2 = 0
area_growth_syn_to_layout_pct = 212
design.seq.count = 0
final_core_utilization_pct = 49.7
clockBufferCount = 0
layout.filler_cells = 327
layout_top_cell_excl_fill_tap = dlygate4sd2_1
final_layout_size_suffix_gt1_share_pct = 56.2
logic_area_um2 = 480
mostFrequentLayoutCells = 40 x dlygate4sd2_1, 32 x mux2_4, 29 x buf_6

[power]
clock_power_share_pct = 0
max-vdd-ir-drop_mv = 0.173
p_sw_share_pct = 21.3
comb_power_share_pct = 100.0
seqPwrFrac_pct = 0
internal_power_w = 0.000519
power.switching_w = 0.000141
p_leak_nw = 0.990
power.density_nw_per_um2 = 389

[synthesis]
ys_area_um2 = 544
ys_cells = 36
synth.avg_cell_area_um2 = 15.1
number_of_warnings_reported_in_the_yosys_synthesis_log = 0
synthDistinctLibCells = 4
synth_seq_share_pct = 0
synthesis.instances = 36
synthesis.area_um2 = 544

[global_routing]
grt_remaining_overflow = 0
grt_pass1_wl_mm = 4.15
grt_pass1_vias = 824
globalRouteTotalUtil_pct = 7.87
grt_max_degree = 8
grt_antenna_before_repair = 0

[detailed_routing]
detailedRoute.firstIterationViolations = 4
1st_pass_router_iterations = 2
avgViaCountPerCell = 3.80
post_drt_wl_per_cell_um = 14.8
drc = 0
diodes = 0
via_count = 730
detail_route.wirelength_mm = 2.85
antenna_violating_nets_post_route = 0

[place]
pre_cts_slack_ps = -497
replace_congestion = 0.760
detailedPlacementHpwl_mm = 2.40
port_buffers = 97

[worst_setup_path]
path_max_fanout = 7
worst-endpoint-arrival_ps = 980
worst_setup_start_kind = primary input
critPathRequiredTime_ps = 800
cp-end-kind = output port
critical_path_class = in2out

[job]
timing.max_cap.violations = 0
warning_count = 34

[clock_tree]
cts-hold-fix-buffers = 0

[floorplan]
die_w_um = 80
core_area_um2 = 3420
die_boundary_height_um = 80
floorplanUtilization_pct = 15.9
design.portCount = 97
placementRows = 21
die_area_um2 = 6400

[status]
result_of_the_run = finished, violations left
violations_in_the_final_reports = setup timing

[min_path]
worst_min_delay_path_category = in2out

-- worst paths after layout --
kind	end	from	slack, ps	cells past startpoint
setup / recovery	out[31]	sel	-180	5
hold / removal	out[24]	ina[24]	690	3
-- synthesized netlist by cell type --
master,number,share of area [%]
mux2_2,2,4.1
buf_12,3,11
mux2_4,30,83
buf_6,1,2.1
-- per-stage QoR --
stage	TNS, ps	power [W]	cells	area, um^2
3_3_place_gp	-15250	0.000654	177	1540
6_report	-5030	0.000660	192	1700
5_1_grt	-5620	0.000706	192	1700
2_1_floorplan	0	0.000206	36	544
4_1_cts	-5200	0.000644	192	1610
3_5_place_dp	-15270	0.000655	177	1540
-- per-layer routing --
metal,vias up,global-route usage (%),part of all wire (%)
li1,362,-,-
met2,51,14.3,49
met5,-,0,0
met3,0,3.07,11
met1,317,8.97,40
met4,0,0,0
-- final cells by class --
class / instances / share of cell area (%)
Multi-Input combinational cell: 32 / 28.3
Tap cell: 46 / 3.39
Timing Repair Buffer: 114 / 68.3
-- logic make-up (layout without fill, tap and decap cells) --
logic type	Yosys count	after routing	share of synthesized area [%]
mux	32	32	86.9
buf+inv	4	114	13.1
-- critical path, cell delays in order --
cell,delay (ps)
buf_12,110
buf_12,130
buf_8,120
mux2_4,300
buf_6,110
-- power by group through the flow --
stage / combinational [W] / sequential [W] / clock [W]
after CTS: 0.000644 / 0 / 0
after global routing: 0.000706 / 0 / 0
final: 0.000660 / 0 / 0
-- timing repair --
item	in CTS	in global routing
resized	170	23
setup endpoints to repair	32	32
buffers inserted	14	0
pin swaps	0	0
cloned	1	0
Power is estimated from default activity; no workload was simulated.
