==> ./design.v <==
module adder(ina, inb, out);
	input [31:0] ina;
	input [31:0] inb;
	output [31:0] out;
	assign out = ina + inb;
endmodule
==> ./run.sh <==
#!/bin/bash
# OpenROAD 26Q1-2900-gdf79404cd8, Yosys 0.63+post, stock flow scripts
make -C /OpenROAD-flow-scripts/flow DESIGN_CONFIG=/design/flow/config.mk WORK_HOME=/design/flow/orfs finish
==> ./config.mk <==
export PLATFORM = sky130hd
export DESIGN_NAME = adder
export DESIGN_NICKNAME = adder
export VERILOG_FILES = /design/flow/design.v
export SDC_FILE = /design/flow/constraint.sdc
export NUM_CORES = 4
export LEC_CHECK = 1
export CORE_AREA = 10 10 85 85
export DIE_AREA = 0 0 95 95
==> ./constraint.sdc <==
current_design adder

set clk_period 18.1
set clk_io_pct 0.2

create_clock -name clk0 -period $clk_period

set non_clock_inputs [all_inputs -no_clocks]
set_input_delay [expr $clk_period * $clk_io_pct] -clock clk0 $non_clock_inputs
set_output_delay [expr $clk_period * $clk_io_pct] -clock clk0 [all_outputs]
==> changes_impl.md <==
## Implementation

* Status: finished clean
* Synthesized area at 1744 µm²
* Post-cts resize count at 0
* DR iter-0 viols at about 42
* GR Layer Usage met2 at a little over a fifth
* Cts hold-fix bufs at 0
* Source of the worst hold timing path: inb[0]
* Grt met3 use at 2.724%
* RSZ-0062 raised after global routing: false
* Placer Congestion at just over 0.9
* Share of layout cells above drive strength 1 at under 10%
* Distinct lib cells at 50
* Syn Inst Count at 241
* Gate Area at 1678 µm²
* Non-Filler Instances at between 300 and 400
* Die Span X at 95 µm
* Post-synth top cells: ha_1 (31), a21oi_1 (29), a21o_1 (19)
* Simple share at 18.29%
* Post-layout min period at 10160 ps
* I/O pin cnt at 96
* Synth warn at 0
* Critical Path End Type: output port
* Layout fillers at 564
* Area fraction in compound gates at between 30% and 40%
* # Cells Yosys at 241
* Most frequent cell after synthesis: ha_1
* Worst vdd ir at 16.08 µV
* Initial core utilization at 31.87%
* Total global routing overflow at 0
* First-pass DRT Iterations at 4
* Wire per inst at 14.48 µm
* Fmax at 98.40 MHz
* Total GRT Usage at 12.40%
* Grt met1 use at 16.82%
* Number of global-route vias before repair at 1992
* Worst Hold Class: input pin to output port
* Vias at 2058
* Inserted Diodes at 0
* Worst setup SP type: input pin
* DP Cell Count at 398
* Setup TNS at 0 ps
* Post-synth seq share at 0%
* Clock buffers at 0
* Top cells by area: ha_1 (22%), a21oi_1 (8.3%), a21o_1 (8.2%), xor2_1 (7.5%), xnor2_1 (6.5%)
* Area leader share at 22.24%
* Dpl hpwl at around 5000 µm
* Core ar. at 5473 µm²
* Hold worst-path end: out[0]
* Sequential cell area at 0 µm²
* Synthesis area per yosys at between 1500 and 2000 µm²
* Mux frac, synth at 1.148%
* Final Routed Wirelength at 5763 µm
* Worst path slowest cell: clkdlybuf4s50_1
* Dpl ws at 7930 ps
* Die footprint at between 9000 and 10000 µm²
* Vias per inst at 5.171
* CP peak stage delay at 500 ps
* Xor/xnor share at 14.06%
* Final setup violation count at 0
* Most frequent CP cell: clkdlybuf4s50_1
* Fin. max-slew vios at 0
* Initial antenna violation count at 0
* Worst slew pin tran at 559.7 ps
* Critical path class: input pin to output port
* Die H at 95 µm
* Hold Vio Cnt, Final at 0
* Postcts setup bufs at 0
* Final worst slack at 7937 ps
* Largest net degree at the start of global routing at 11
* Crit path arrival time at between 6000 and 7000 ps
* First-pass GRT wire length at 9453 µm
* Top fanout value on the critical path at 4
* Flops at 0
* Cell leakage power at 1.176 nW
* Worst hold path depth at 3
* Port buffer count at between 90 and 100
* Syn Area/Cell at 7.237 µm²
* OpenROAD warning count at 32
* Adder Area Share at 23.39%
* Yosys top cell by area: ha_1
* Grt peak-use layer: met2
* PwrDens at 38.56 nW/µm²
* Power, Total at 0.1061 mW
* Comb area leader: AND-OR/OR-AND gates
* DRT antenna net count at 0
* CP Data Required Time at 14480 ps
* Area grow syn2layout at 57.75%
* DRC Markers at 0
* Row cnt at 27
* Max_cap viols at 0
* Crit path cell chain: clkdlybuf4s50_1, ha_1, fa_1, a21o_1, a31o_2, nand3_1, o221ai_1, a311oi_1, o21bai_1, xor2_1, clkdlybuf4s50_1
* Slew Limit Headroom at 61.72%
* Period utilization at 56.15%
[cell type report]
| type | count | area share (%) |
|---|---|---|
| inverters | 6 | 0.8186 |
| multi-input cells | 224 | 60.98 |
| well taps | 72 | 3.274 |
| repair buffers | 96 | 34.92 |
[how the worst max path moves through the flow]
stage	startpoint	to	slack, ps
finish	ina[0]	out[26]	7940
CTS	ina[0]	out[26]	7920
global route	inb[0]	out[18]	7690
[cell families after synthesis]
logic type	count (synthesis)
AOI/OAI and AO/OA	97
xor gates and xnor gates	28
adders and majority gates	32
buffers and inverters	17
muxes	2
and+or+nand+nor	65
[cells in the final DEF, fill, tap and decap left out, types with 4 or more instances in the layout]
cell and n:
a21o_1 19, a21oi_1 29, clkdlybuf4s50_1 96, ha_1 31, inv_1 6, nand2_1 18, nand3_1 10, nand4_1 8
nor2_1 12, nor3_1 4, o21ai_0 13, o21bai_1 4, xnor2_1 13, xor2_1 15
[critical path: cells and delay by family]
family | cells | cell delay, ps
fa+ha+maj | 2 | 640
xor+xnor | 1 | 130
simple gates | 1 | 90
buf+inv | 2 | 900
compound gates | 5 | 1140
[where the power goes]
group	switching [mW]	leakage, nW	internal, mW	total, mW
sequential	0	0	0	0
combinational	0.0419	1.18	0.0642	0.106
clock	0	0	0	0
total	0.0419	1.18	0.0642	0.106
[per-layer routing]
layer,vias up,share of wire (%),wire length [µm]
met5,-,0,0
met4,0,0,0
met3,0,9.2,528
met2,63,44,2527
met1,899,47,2707
li1,1096,-,-
[through the flow]
step / hold slack (ps) / util [%] / instance area (µm²)
final: 8269 / 50.27 / 2751
after global routing: 8313 / 50.27 / 2751
after CTS: 8280 / 50.27 / 2751
after detailed placement: 8286 / 50.27 / 2751
after global placement: 8284 / 50.27 / 2751
after floorplan: 7312 / - / 1744
Power figures rest on the tool's default switching activity, not on a simulated workload.
