==> flow/design.v <==
module mux41(ina, inb, inc, ind, sel, out);
	input [31:0] ina;
	input [31:0] inb;
	input [31:0] inc;
	input [31:0] ind;
	input [1:0] sel;
	output [31:0] out;
	assign out = 	(sel == 2'b00) ? ina 
			: (sel == 2'b01) ? inb
			: (sel == 2'b10) ? inc : ind;
endmodule
==> flow/run.sh <==
#!/bin/bash
# OpenROAD 26Q1-2900-gdf79404cd8, Yosys 0.63+post, stock flow scripts
make -C /OpenROAD-flow-scripts/flow DESIGN_CONFIG=/design/flow/config.mk WORK_HOME=/design/flow/orfs finish
==> flow/config.mk <==
export PLATFORM = sky130hd
export DESIGN_NAME = mux41
export DESIGN_NICKNAME = mux41
export VERILOG_FILES = /design/flow/design.v
export SDC_FILE = /design/flow/constraint.sdc
export NUM_CORES = 4
export LEC_CHECK = 1
export CORE_AREA = 10 10 84 84
export DIE_AREA = 0 0 94 94
==> flow/constraint.sdc <==
current_design mux41

set clk_period 3.9
set clk_io_pct 0.2

create_clock -name clk0 -period $clk_period

set non_clock_inputs [all_inputs -no_clocks]
set_input_delay [expr $clk_period * $clk_io_pct] -clock clk0 $non_clock_inputs
set_output_delay [expr $clk_period * $clk_io_pct] -clock clk0 [all_outputs]
==> run_results.csv <==
group,metric,value,unit
timing,drv_slew,0,
route,avgViaCountPerCell,4.38,
timing,fmax,0.310,GHz
route,diodes,0,
placement,post-dp-hpwl,5090,µm
grt,grt_overflow_total,0,
timing,finalSetupViolations,0,
timing,hold_viol_final,0,
power,pwr_density_cell,109,nW/µm²
worst_setup_path,critPathLaunchType,"input pin",
finish,final_cell_mix,"clkdlybuf4s50_1 (161), mux4_2 (30), mux4_1 (2)",
placement,gp_congestion,0.826,
placement,port_buffers,162,
timing,finalCritPeriodShare,0.827,
grt,antenna_found_initial,0,
power,irDropWorstVdd,0.0492,mV
logic_synthesis,synth_area,815,µm²
clock_tree,cts-hold-fix-buffers,0,
finish,regArea,0,µm²
worst_hold_path,hp-class,"in2out",
power,leakage,0.860,nW
grt,groute.usage.overall,0.119,
finish,drive_gt1_frac,0.168,
logic_synthesis,yosys_warnings,0,
run_status,outcome,"complete, no violations",
flow_run,drv_cap,0,
floorplan,core,5200,µm²
logic_synthesis,ys_types,5,
floorplan,fp_util,0.156,
logic_synthesis,ys_seq_frac,0,
route,wl_per_cell,20.7,µm
route,via_count,1164,
floorplan,row_count,26,
route,drc,0,
timing,setup_tns,0,ns
clock_tree,cts_resized,0,
finish,syn_to_final_growth,202,%
timing,post-route-min-period,3.22,ns
timing,slew_headroom,0.724,
floorplan,pin_count,162,
floorplan,die-width,94,µm
timing,rsz0062_at_grt,"no",
route,first_pass_iters,3,
logic_synthesis,ys_area,815,µm²
finish,mostFrequentLayoutCell,"clkdlybuf4s50_1",
grt,grt_pass1_wl,7950,µm
finish,final_cell_count_no_fill,266,
logic_synthesis,synth_stat.cells,39,
route,drtAntennaViolNets,0,
worst_setup_path,worstSetupEndpointType,"output port",
floorplan,chipHeight,94,µm
route,drtIter0Drc,19,
finish,ff_count,0,
logic_synthesis,synthCells,39,
flow_run,log.warning_count,32,
worst_setup_path,path_class,"in2out",
timing,worst_slew_pin_slew,0.414,ns
clock_tree,cts_setup_buffers,0,
route,finalWirelength,5500,µm
logic_synthesis,syn_area_per_cell,20.9,µm²
worst_setup_path,cp.arrival,2.44,ns
floorplan,dieArea,8840,µm²
finish,nFillCells,442,
worst_setup_path,crit_path_max_fanout,32,
grt,grt_pass1_vias,1387,
finish,n_clock_buffer,0,
worst_setup_path,cp.required,3.12,ns
placement,dp.cells,266,
grt,grt_max_degree,33,
==> critical path, stage by stage <==
cell	delay, ns
clkdlybuf4s50_1	0.45
buf_4	0.37
mux4_2	0.40
clkdlybuf4s50_1	0.43
==> final cells by class <==
cell class,count,area [µm²],share of cell area
Multi-Input combinational cell,32,728,0.296
Timing Repair Buffer,164,1640,0.668
Tap cell,70,87.6,0.0356
==> where the power goes <==
group	internal [W]	leakage (nW)	switching [W]
Sequential	0	0	0
Combinational	0.000219	0.860	0.0000499
Clock	0	0	0
==> metrics by stage <==
stage / hold WS, ns / area, µm² / utilization / worst slack [ns] / power (W)
2_1_floorplan: 1.65 / 815 / - / 1.62 / 0.0000725
3_3_place_gp: 2.65 / 2460 / 0.473 / 0.641 / 0.000273
3_5_place_dp: 2.65 / 2460 / 0.473 / 0.655 / 0.000274
4_1_cts: 2.65 / 2460 / 0.473 / 0.655 / 0.000275
5_1_grt: 2.68 / 2460 / 0.473 / 0.582 / 0.000288
6_report: 2.62 / 2460 / 0.473 / 0.676 / 0.000269
==> Yosys cell counts (all sizes together) <==
cell,count,share of area
mux4,32,0.89
buf,7,0.11
==> metal layers <==
metal,wire length [µm],up-vias,GRT usage
li1,-,523,-
met1,1940,549,0.128
met2,2920,92,0.225
met3,633,0,0.0485
met4,0,0,0
met5,0,-,0
==> logic make-up (layout without fill, tap and decap cells) <==
family	count (synthesis)	count (layout)	synth area share
buffers and inverters	7	164	0.106
muxes	32	32	0.894
==> path summary, 6_finish.rpt <==
path | slack [ns] | end | startpoint | cells after the start
max | 0.68 | out[3] | sel[1] | 4
min | 2.62 | out[11] | sel[0] | 3
Power and IR drop assume default switching activity.
